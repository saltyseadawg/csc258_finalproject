==> design.v <==
module graphics_control(
	clock, resetn,
	load, ld_tile, ld_flash, writeEnable,
	randomEnable, counterEnable, tile_num,
	easy, normal, hard, difficulty,
	delayEN, ld_delay, delay_done,
	ld_previous, load_level,
	checkEN, check,
	player_input, player_start, playerEN,
	seq, sequence_counter,
	ld_current_score, ld_best_score
	);
	input clock;
	input resetn;
	input load, load_level;
	input easy, normal, hard;  
	input delay_done;
	input player_input, player_start;
	input check;
	input [17:0] seq;
	output reg ld_current_score, ld_best_score;
	output reg ld_tile, ld_flash, ld_previous;  
	output reg writeEnable;
	output reg randomEnable;
	output reg counterEnable;  
	output reg [1:0] tile_num;
	output reg delayEN, ld_delay;  
	output reg checkEN, playerEN; 
	reg [6:0] write_counter;  
	reg levelEN;  
	reg seqEN, reset_seqEN;  
	reg reset_write_counter;
	reg [5:0] curr_state, next_state;
	output reg [4:0] difficulty;
	output reg [3:0] sequence_counter;  
	initial begin
		write_counter = 0;
		sequence_counter = 0;
		difficulty = 3;
	end
	localparam bootup			= 5'd0,
				load_t0 = 5'd1,
				draw_t0 = 5'd2,
				load_t1 = 5'd3,
				draw_t1 = 5'd4,
				load_t2 = 5'd5,
				draw_t2 = 5'd6,
				load_t3 = 5'd7,
				draw_t3 = 5'd8,
				level_select 	= 5'd9,  
				generate_sequence = 5'd10,
				load_tile 			= 5'd11,	 
				transition 				= 5'd12,
				flash			= 5'd13,	 
				draw					 	= 5'd14,
				flash_delay = 5'd15,
				load_previous = 5'd16,  
				draw_previous = 5'd17,
				draw_previous_delay = 5'd18,
				sequence_increase = 5'd19,
				transition_player = 5'd20,
				player = 5'd21,  
				player_check_load = 5'd22,
				player_check = 5'd23,  
				load_correct = 5'd24,  
				flash_correct = 5'd25,
				draw_correct = 5'd26,
				flash_correct_delay = 5'd27,
				load_previous_correct = 5'd28,
				draw_previous_correct = 5'd29,
				draw_previous_correct_delay = 5'd30,
				sequence_increase_player = 5'd31;
	always @(*) begin
		case (curr_state)
			bootup: next_state = load ? load_t0 : bootup;
			load_t0: next_state = draw_t0;
			draw_t0: begin
				if (write_counter < 63)
					next_state = draw_t0;
				else
					next_state = load_t1;
			end
			load_t1: next_state = draw_t1;
			draw_t1: begin
				if (write_counter < 63)
					next_state = draw_t1;
				else
					next_state = load_t2;
			end
			load_t2: next_state = draw_t2;
			draw_t2: begin
				if (write_counter < 63)
					next_state = draw_t2;
				else
					next_state = load_t3;
			end
			load_t3: next_state = draw_t3;
			draw_t3: begin
				if (write_counter < 63)
					next_state = draw_t3;
				else
					next_state = level_select;
			end
			level_select: next_state = load_level ? generate_sequence : level_select;
			generate_sequence: next_state = load_tile;
			load_tile: begin
				if (sequence_counter < difficulty)
					next_state = transition;
				else
					next_state = transition_player;
			end
			transition: next_state = flash;  
			flash: next_state = draw;
			draw: begin
				if (write_counter < 63)
					next_state = draw;
				else
					next_state = flash_delay;
			end
			flash_delay: begin
				if (delay_done == 1)
					next_state = load_previous;
				else
					next_state = flash_delay;
			end
			load_previous: next_state = draw_previous;
			draw_previous: begin
				if (write_counter < 63)
					next_state = draw_previous;
				else
					next_state = draw_previous_delay;
			end
			draw_previous_delay: begin
				if (delay_done == 1)
					next_state = sequence_increase;
				else
					next_state = draw_previous_delay;
			end
			sequence_increase: next_state = load_tile;
			transition_player: next_state = player_start ? player : transition_player;
			player: begin
				if (sequence_counter >= difficulty)
					next_state = level_select;
				else if (player_input == 1)  
					next_state = player_check_load;
				else
					next_state = player;
			end
			player_check_load: next_state = player_check;
			player_check: begin
				if (check == 1)  
					next_state = load_correct;
				else  
					next_state = level_select;
			end
			load_correct: begin
				next_state = flash_correct;
			end
			flash_correct: begin
				next_state = draw_correct;
			end
			draw_correct: begin
				if (write_counter < 63)
					next_state = draw_correct;
				else
					next_state = flash_correct_delay;
			end
			flash_correct_delay: begin
				if (delay_done == 1)
					next_state = load_previous_correct;
				else
					next_state = flash_correct_delay;
			end
			load_previous_correct: begin
				next_state = draw_previous_correct;
			end
			draw_previous_correct: begin
				if (write_counter < 63)
					next_state = draw_previous_correct;
				else
					next_state = draw_previous_correct_delay;
			end
			draw_previous_correct_delay: begin
				if (delay_done == 1)
					next_state = sequence_increase_player;
				else
					next_state = draw_previous_correct_delay;
			end
			sequence_increase_player: next_state = player;
		endcase
	end
	always @(*) begin
		ld_tile = 1'b0;
		ld_flash = 1'b0;
		writeEnable = 1'b0;
		randomEnable = 1'b0;
		counterEnable = 1'b0;
		tile_num = 2'b00;
		levelEN = 1'b0;
		seqEN = 1'b0;
		reset_seqEN = 1'b0;
		reset_write_counter = 1'b0;
		delayEN = 1'b0;
		ld_delay = 1'b0;
		ld_previous = 1'b0;
		playerEN = 1'b0;
		checkEN = 1'b0;
		ld_best_score = 1'b0;
		ld_current_score = 1'b0;
		case (curr_state)
			bootup: begin
			end
			level_select: begin
				levelEN = 1;
			end
			generate_sequence: begin
				randomEnable = 1;
			end
			load_tile: begin
				ld_tile = 1'b1;
				reset_write_counter = 1'b1;
				tile_num = {seq[sequence_counter * 2], seq[sequence_counter * 2 + 1]};
			end
			transition: begin
			end
			flash: begin
				ld_flash = 1'b1;
				reset_write_counter = 1'b1;
			end
			flash_delay: begin
				delayEN = 1'b1;
			end
			draw: begin
				writeEnable = 1'b1;
				counterEnable = 1'b1;
				ld_delay = 1'b1;
			end
			load_previous: begin
				ld_previous = 1'b1;
				reset_write_counter = 1'b1;
			end
			draw_previous: begin
				writeEnable = 1'b1;
				counterEnable = 1'b1;
				ld_delay = 1'b1;
			end
			sequence_increase: begin
				seqEN = 1'b1;
			end
			draw_correct: begin
				writeEnable = 1'b1;
				counterEnable = 1'b1;
				ld_delay = 1'b1;
			end
			load_correct: begin
				reset_write_counter = 1'b1;
				tile_num = {seq[sequence_counter * 2], seq[sequence_counter * 2 + 1]};
				ld_tile = 1'b1;
			end
			flash_correct: begin
				ld_flash = 1'b1;
				reset_write_counter = 1'b1;
			end
			flash_correct_delay: begin
				delayEN = 1'b1;
			end
			draw_previous_delay: begin
				delayEN = 1'b1;
			end
			load_previous_correct: begin
				ld_previous = 1'b1;
				reset_write_counter = 1'b1;
			end
			draw_previous_correct: begin
				writeEnable = 1'b1;
				counterEnable = 1'b1;
				ld_delay = 1'b1;
			end
			draw_previous_correct_delay: begin
			 	delayEN = 1'b1;
			end
			transition_player: begin
				reset_seqEN = 1'b1;
			end
			player: begin
				playerEN = 1'b1;
				ld_current_score = 1'b1;
				ld_best_score = 1'b1;
			end
			player_check_load: begin
				checkEN = 1'b1;
			end
			player_check: begin
			end
			sequence_increase_player: begin
				seqEN = 1'b1;
			end
			load_t0: begin
				tile_num = 2'b00;
				ld_tile = 1;
				reset_write_counter = 1'b1;
			end
			load_t1: begin
				tile_num = 2'b01;
				ld_tile = 1;
				reset_write_counter = 1'b1;
			end
			load_t2: begin
				tile_num = 2'b10;
				ld_tile = 1;
				reset_write_counter = 1'b1;
			end
			load_t3: begin
				tile_num = 2'b11;
				ld_tile = 1;
				reset_write_counter = 1'b1;
			end
			draw_t0: begin
				writeEnable = 1;
				counterEnable = 1;
			end
			draw_t1: begin
				writeEnable = 1;
				counterEnable = 1;
			end
			draw_t2: begin
				writeEnable = 1;
				counterEnable =1 ;
			end
			draw_t3: begin
				writeEnable = 1;
				counterEnable = 1;
			end
		endcase
	end
	always @(posedge clock) begin
		if (levelEN) begin
			if (~easy)
					difficulty = 3;
			if (~normal)
					difficulty = 6;
			if (~hard)
					difficulty = 9;
		end
	end
	always @(posedge clock) begin
		if (!resetn) begin
			write_counter <= 0;
		end
		if (reset_write_counter) begin
			write_counter <= 0;
		end
		if (writeEnable) begin
			write_counter <= write_counter + 1;
		end
	end
	always @(posedge clock) begin
			if (!resetn)
				sequence_counter <= 0;
			if (reset_seqEN)
				sequence_counter <= 0;
			if (seqEN)
				sequence_counter <= sequence_counter + 1;
	end
	always @(posedge clock) begin
		if (!resetn) begin
			curr_state <= bootup;
			end
		else
			curr_state <= next_state;
	end
endmodule
==> run.sh <==
#!/bin/bash
# OpenROAD 26Q1-2900-gdf79404cd8, Yosys 0.63+post, stock flow scripts
make -C /OpenROAD-flow-scripts/flow DESIGN_CONFIG=/design/flow/config.mk WORK_HOME=/design/flow/orfs finish
==> config.mk <==
export PLATFORM = sky130hd
export DESIGN_NAME = graphics_control
export DESIGN_NICKNAME = graphics_control
export VERILOG_FILES = /design/flow/design.v
export SDC_FILE = /design/flow/constraint.sdc
export NUM_CORES = 4
export LEC_CHECK = 1
export CORE_UTILIZATION = 40
==> constraint.sdc <==
current_design graphics_control

set clk_period 2.9
set clk_io_pct 0.2

create_clock -name clk0 -period $clk_period [get_ports {clock}]

set non_clock_inputs [all_inputs -no_clocks]
set_input_delay [expr $clk_period * $clk_io_pct] -clock clk0 $non_clock_inputs
set_output_delay [expr $clk_period * $clk_io_pct] -clock clk0 [all_outputs]
==> out/metrics.csv <==
metric,value,unit
initial antenna violation count,0,
First-pass DRT Iterations,4,
number of maximum-capacitance constraint violations,0,
most numerous logic cell after layout,sky130_fd_sc_hd__clkdlybuf4s50_1,
Tool Warnings,25,
highest clock frequency the design can meet,366,MHz
hold-fix buffers at CTS,0,
reported leakage power,1.01,nW
"Power, Total",759,uW
crit path DAT,2.15,ns
Antenna Diode Count,0,
slack of the worst reg-to-reg path,0.37,ns
number of synthesized flops with an enable pin,15,
detailed-route vias per instance,5.25,
most instantiated flip-flop cell in the synthesis netlist,sky130_fd_sc_hd__edfxtp_1,
clock transition time at the flip-flop clock pins of the worst setup and hold paths,0.08,ns
Relative slew margins,0.559,
largest clock skew in the final design,0.00297,ns
warnings from Yosys,1,
Max Transition Viols Final,0,
synthesis-to-finish area growth,33.1,%
CTS Buf Count,3,
root buf cell,sky130_fd_sc_hd__clkbuf_8,
final-layout worst hold slack,0.638,ns
post-route minimum period,2.73,ns
Finished Layout Cells,353,
length in cells of the worst reg-to-reg path,10,
clk latency late pin,0.26,ns
cell area after synthesis,1970,sq um
number of register pins that no clock reaches,5,
number of placed I/O pins,52,
RSZ-0062 raised after global routing,no,
Final Cycle Share,0.942,
drt first-iter violations,88,
standard-cell row count,25,
CORE AREA,4720,sq um
worst hold path depth,2,
maximum level of the CTS H-tree,1,
count of endpoints without a timing constraint,5,
placed insts,349,
gate count after technology mapping,234,
final hold violation count,0,
Chip Height,72.2,um
final cell area excluding filler cells,2620,sq um
transition time of the tightest slew-check pin,0.652,ns
post-synthesis average cell area,8.42,sq um
reg-to-reg endpoint,curr_state[0]$_SDFF_PN0_,
Power Dens Cells,289,nW/um^2
worst hold-check path type,reg -> reg,
number of library cell types mapped by synthesis,60,
total routed wirelength,5.07,mm
total global routing track utilization,0.208,
total overflow reported by the global router,0,
number of failing setup endpoints in the final timing report,0,
initial core utilization,0.417,
largest net degree at the start of global routing,27,
total negative slack for setup checks,0,ns
required time of the worst setup path,2.32,ns
area of the synthesized netlist per yosys stat,1970,sq um
"Max FO, Critical Path",11,
final weighted congestion in routability-driven placement,0.909,
count of filler cells inserted in the layout,429,
kind of launch point of the worst setup path,flip-flop,
DRC violations left,0,
number of global-route vias before repair,1695,
maximum ir drop on the vdd rail,0.352,mV
chip footprint,5210,sq um
"flops & latches, synth",25,
kind of end point of the critical path,output port,
startpoint of the worst-slack reg-to-reg timing path,sequence_counter[1]$_SDFFCE_PN0P_,
run status,"finished, final reports clean",
async set-or-reset flop fraction in the synthesized netlist,0,
HPWL reported at the end of detailed placement,3.86,mm
CTS tree,yes,
Avg WL per Cell,14.4,um
first-pass GRT wire length,8.26,mm
remaining antenna violation count,0,
post-synthesis cell count from yosys,234,
ratio of cells with drive above 1 in the final layout,0.129,
DR vias,1854,
Hold Path Sink,write_counter[4]$_SDFFCE_PN0P_,
I/O Buffers,50,
Hold Crit Start,write_counter[4]$_SDFFCE_PN0P_,
most frequent cells in the layout,"50 x sky130_fd_sc_hd__clkdlybuf4s50_1, 26 x sky130_fd_sc_hd__nor2_1, 17 x sky130_fd_sc_hd__nand2_1",
cell area after placement,2550,sq um
Max Buffers Root-to-Sink,2,
critical setup path kind,reg -> out,
Die W,72.2,um
report_power, final:
part	total [mW]	switching, mW	internal [mW]
combinational	0.139	0.0588	0.0806
clock	0.281	0.0973	0.184
sequential	0.338	0.0136	0.325
layer usage:
metal	global-route usage	wire, um
met3	0.0380	551
met4	0.0218	27
met1	0.361	2350
met2	0.293	2150
met5	0	0
worst max-delay path by stage:
stage,startpoint,to,cells after the start
4_1_cts,curr_state[2]$_SDFF_PN0_,writeEnable,6
5_1_grt,curr_state[1]$_SDFF_PN0_,tile_num[0],6
6_report,curr_state[1]$_SDFF_PN0_,tile_num[0],6
flip-flops by register name, indices dropped and copies added, names as in the netlist:
signal / flops
curr_state: 5
write_counter: 7
sequence_counter: 4
difficulty: 4
next_state: 5
per-stage QoR:
stage          worst slack [ns]   util
4_1_cts                   0.160  0.555
3_3_place_gp              0.232  0.540
6_report                  0.169  0.555
3_5_place_dp              0.198  0.540
2_1_floorplan             0.602      -
5_1_grt                 0.00315  0.555
cells in the mapped netlist, drive strengths merged (2+ instances only):
| cell type | count | area [sq um] |
|---|---|---|
| nor2 | 27 | 104 |
| o21ai | 18 | 90.1 |
| nand2 | 18 | 75.1 |
| nand2b | 4 | 25.0 |
| nand4 | 3 | 18.8 |
| xor2 | 6 | 52.6 |
| dfxtp | 5 | 100 |
| a32oi | 3 | 26.3 |
| mux4 | 4 | 90.1 |
| or3 | 2 | 12.5 |
| and3 | 4 | 25.0 |
| mux2i | 2 | 20.0 |
| nor3 | 9 | 55.1 |
| a22oi | 2 | 15.0 |
| and2 | 5 | 31.3 |
| nand3 | 11 | 55.1 |
| a21oi | 9 | 48.8 |
| xnor2 | 5 | 43.8 |
| buf | 16 | 106 |
| a31oi | 2 | 12.5 |
| o22ai | 3 | 18.8 |
| inv | 14 | 52.6 |
| dlxtn | 5 | 75.1 |
| edfxtp | 15 | 450 |
| ha | 6 | 75.1 |
| nor2b | 5 | 38.8 |
| nor4 | 3 | 18.8 |
| clkbuf | 5 | 22.5 |
| and2b | 2 | 15.0 |
worst max-delay path, stage by stage, from the launching register on:
cell and delay, ns:
sky130_fd_sc_hd__dfxtp_1 0.52, sky130_fd_sc_hd__inv_2 0.19, sky130_fd_sc_hd__nor2_2 0.15, sky130_fd_sc_hd__a21oi_1 0.09, sky130_fd_sc_hd__or3_1 0.34, sky130_fd_sc_hd__o21ai_1 0.14, sky130_fd_sc_hd__clkdlybuf4s50_1 0.46
cell type report:
class | count | area, sq um | share of cell area
timing repair buffer | 64 | 606 | 0.231
multi-input combinational | 179 | 1180 | 0.451
sequential | 25 | 627 | 0.239
inverter | 14 | 52.6 | 0.0200
clock buffer | 3 | 41.3 | 0.0157
tap | 67 | 83.8 | 0.0320
clock inverter | 1 | 30.0 | 0.0115
cells by family after synthesis:
family                     share of synthesized area
other                                        0.00190
DFF                                            0.279
and+or+nand+nor                                0.250
buffers and inverters                         0.0921
latches                                       0.0381
adders and majority gates                     0.0438
xor gates and xnor gates                      0.0489
muxes                                         0.0559
AOI/OAI and AO/OA                              0.190
timing repair:
| action | 4_1_cts | 5_1_grt |
|---|---|---|
| gates resized | 0 | 1 |
| setup buffers | 0 | 0 |
| setup endpoints to repair | 0 | 1 |
Power figures rest on the tool's default switching activity, not on a simulated workload.
