--- run.sh ---
#!/bin/bash
# OpenROAD 26Q1-2900-gdf79404cd8, Yosys 0.63+post, stock flow scripts
make -C /OpenROAD-flow-scripts/flow DESIGN_CONFIG=/design/flow/config.mk WORK_HOME=/design/flow/orfs finish
--- config.mk ---
export PLATFORM = sky130hd
export DESIGN_NAME = highscore
export DESIGN_NICKNAME = highscore
export VERILOG_FILES = /design/flow/design.v
export SDC_FILE = /design/flow/constraint.sdc
export NUM_CORES = 4
export LEC_CHECK = 1
export CORE_AREA = 10 10 70 70
export DIE_AREA = 0 0 80 80
--- constraint.sdc ---
current_design highscore

set clk_period 3.0
set clk_io_pct 0.2

create_clock -name clk0 -period $clk_period [get_ports {clk}]

set non_clock_inputs [all_inputs -no_clocks]
set_input_delay [expr $clk_period * $clk_io_pct] -clock clk0 $non_clock_inputs
set_output_delay [expr $clk_period * $clk_io_pct] -clock clk0 [all_outputs]
--- design.v ---
module decoder(HEX, SW);
	input [3:0] SW;
	output [6:0] HEX;
	assign HEX[0] =  ~SW[3] & SW[2] & ~SW[1] & ~SW[0] | ~SW[3] & ~SW[2] & ~SW[1] & SW[0] | SW[3] & SW[2] & ~SW[1] & SW[0] | SW[3] & ~SW[2] & SW[1] & SW[0];
	assign HEX[1] =  SW[3] & SW[2] & ~SW[0] | ~SW[3] & SW[2] & ~SW[1] & SW[0] | SW[3] & SW[1] & SW[0] | SW[2] & SW[1] & ~SW[0];
	assign HEX[2] =  ~SW[3] & ~SW[2] & SW[1] & ~SW[0] | SW[3] & SW[2] & SW[1] | SW[3] & SW[2] & ~SW[0];
	assign HEX[3] = ~SW[3] & SW[2] & ~SW[1] & ~SW[0] | ~SW[2] & ~SW[1] & SW[0] | SW[2] & SW[1] & SW[0] | SW[3] & ~SW[2] & SW[1] & ~SW[0];
	assign HEX[4] = ~SW[3] & ~SW[2] & SW[0] | ~SW[3] & SW[2] & ~SW[1] | ~SW[3] & SW[2] & SW[0] | ~SW[2] & ~SW[1] & SW[0];
	assign HEX[5] = ~SW[3] & ~SW[2] & SW[0] | ~SW[3] & ~SW[2] & SW[1] | ~SW[3] & SW[1] & SW[0] | SW[3] & SW[2] & ~SW[1] & SW[0];
	assign HEX[6] = ~SW[3] & ~SW[2] & ~SW[1] | ~SW[3] & SW[2] & SW[1] & SW[0] | SW[3] & SW[2] & ~SW[1] & ~SW[0];
endmodule
module highscore(clk, sequence_counter, HEX_best, HEX_current, load_current, load_best);
  input clk;
  input [3:0] sequence_counter;
  input load_current, load_best;
  reg [3:0] current_score;  
  reg [3:0] best_score;  
  output [6:0] HEX_best, HEX_current;
  initial begin
    current_score = 3'b000;
    best_score = 3'b000;
  end
  always @(posedge clk) begin
    if (load_current)
      current_score <= sequence_counter;
    if (load_best) begin
      if (sequence_counter > best_score)
        best_score <= sequence_counter;
    end
  end
  decoder decode_best(
    .SW(best_score),
    .HEX(HEX_best)
    );
  decoder decode_current(
    .SW(current_score),
    .HEX(HEX_current)
    );
endmodule
==> tab_implementation.tex <==
% Yosys + OpenROAD metrics
\begin{tabular}{lr}
\hline
Metric & Value \\
\hline
\multicolumn{2}{l}{\textbf{Status}} \\
\quad Result of the run & finished clean \\
\multicolumn{2}{l}{\textbf{Synthesis}} \\
\quad Post-Syn Area & slightly below 800 µm² \\
\quad Count of mapped cells out of synthesis & approximately 81 \\
\quad YS chip area & 777 µm² \\
\quad Most common cell in the netlist & sky130\_fd\_sc\_hd\_\_edfxtp\_1 \\
\quad Part of the Yosys area used for sequential elements & a little under a third \\
\quad Number of flops mapped to enable cells by yosys & 8 \\
\quad Top area cells in the synthesized netlist & sky130\_fd\_sc\_hd\_\_edfxtp\_1, sky130\_fd\_sc\_hd\_\_ha\_1, sky130\_fd\_sc\_hd\_\_buf\_6 \\
\quad Library cell occupying the most area in the post-synthesis netlist & sky130\_fd\_sc\_hd\_\_edfxtp\_1 \\
\quad Number of cells in Yosys stat & between 80 and 90 \\
\quad Mapped Avg Cell Area & between 9 and 10 µm² \\
\quad Async set-reset flop share out of synthesis & 0\% \\
\quad Area share, top type & between 30\% and 40\% \\
\quad Most common flop cell mapped by yosys & sky130\_fd\_sc\_hd\_\_edfxtp\_1 \\
\quad Synthesis warning total & 1 \\
\quad Commonest cells post-synth & sky130\_fd\_sc\_hd\_\_edfxtp\_1, sky130\_fd\_sc\_hd\_\_inv\_1, sky130\_fd\_sc\_hd\_\_nand2\_1 \\
\quad Number of distinct library cells after synthesis & 35 \\
\quad Register bit count reported by yosys & 8 \\
\multicolumn{2}{l}{\textbf{Clock network}} \\
\quad CTS buffer count & 3 \\
\quad Clock transition at the registers of the reported paths & 0.05 ns \\
\quad Clock buffer depth & 2 \\
\quad Post-CTS Setup Repair Bufs & 0 \\
\quad Clock Tree Root & sky130\_fd\_sc\_hd\_\_clkbuf\_4 \\
\quad Clock tree from TritonCTS & done \\
\quad Total of cells resized after clock tree synthesis & 0 \\
\quad Hold-fix buffers, CTS & 0 \\
\quad Total clock sinks & 8 \\
\quad Depth of the CTS H-tree & 1 \\
\quad Later-pin clock latency in the skew report & between 0.2 and 0.3 ns \\
\multicolumn{2}{l}{\textbf{GRT}} \\
\quad Total routing usage reported by global routing & 5.15\% \\
\quad Grt ovf & 0 \\
\quad Wire length of the first global-routing pass & 2780 µm \\
\quad Pin count of the biggest net entering global routing & 15 \\
\quad Number of antenna violations at the first check in global routing & 0 \\
\quad Via count of the first global-routing pass & just under 600 \\
\multicolumn{2}{l}{\textbf{Placed design}} \\
\quad Placement Cell Area & about 970 µm² \\
\quad Detailed placer's ending HPWL & $\sim$1300 µm \\
\quad Number of buffers inserted by port buffering & 20 \\
\quad Inst Count DP & $\sim$140 \\
\quad Final Wtd Congestion & 0.733 \\
\multicolumn{2}{l}{\textbf{Timing}} \\
\quad Final setup viols & 0 \\
\quad Worst-case clock skew & between 0.00006 and 0.00007 ns \\
\quad Highest clock frequency the design can meet & between 0.4 and 0.5 GHz \\
\quad Final total negative setup slack & 0 ns \\
\quad Final critical-path share of the clock period & between 80 and 90\% \\
\quad Actual transition at the worst max-transition pin & between 0.4 and 0.5 ns \\
\quad Final Hold Vio Count & 0 \\
\quad Pins over their slew limit & 0 \\
\quad Final worst path period need & $\sim$2.5 ns \\
\quad Worst rel slew slack & between 60\% and 70\% \\
\quad RSZ-0062 raised after global routing & false \\
\multicolumn{2}{l}{\textbf{Pwr}} \\
\quad P\_leak & approximately 0.37 nW \\
\quad Power Total & roughly 0.00035 W \\
\quad Highest ir drop seen on vdd & between 0.15 and 0.2 mV \\
\quad PwrDens & around 360 mW/mm² \\
\multicolumn{2}{l}{\textbf{Layout}} \\
\quad Non-Filler Cell Area, Final & 992 µm² \\
\quad Area growth syn-to-layout & 27.7\% \\
\quad Proportion of layout cells with a drive suffix above 1 & between 10\% and 20\% \\
\quad Final std cells w/o fill & between 100 and 150 \\
\multicolumn{2}{l}{\textbf{Die}} \\
\quad Total Die Area & between 0.006 and 0.007 mm² \\
\quad Number of placement rows & 21 \\
\quad Top-level port count & 21 \\
\quad Chip Height & 80 µm \\
\quad Floorplan die width & about 80 µm \\
\quad Core Density at Floorplan & 22.7\% \\
\quad Core box area & between 0.003 and 0.004 mm² \\
\multicolumn{2}{l}{\textbf{Route}} \\
\quad N\_diodes & 0 \\
\quad Post-Route WL & roughly 1700 µm \\
\quad Count of nets left with antenna violations after detail routing & 0 \\
\quad Initial drt markers & 50 \\
\quad Post-route DRC violation count & 0 \\
\quad Via-to-Cell Ratio & 4.50 \\
\quad Vias after detailed routing & 644 \\
\quad Number of search-and-repair iterations in the first detailed-routing pass & 4 \\
\quad Routed wire length per instance & between 10 and 15 µm \\
\multicolumn{2}{l}{\textbf{Worst hold path}} \\
\quad Worst hold path class & in -> reg \\
\multicolumn{2}{l}{\textbf{Run}} \\
\quad Count of max-cap constraint violations & 0 \\
\quad Number of OpenROAD warnings & 25 \\
\multicolumn{2}{l}{\textbf{Setup path}} \\
\quad Setup CP Type & reg -> out \\
\quad Data arrival, critical path & $\sim$1.9 ns \\
\quad Critical path endpoint category & primary output \\
\quad Nature of the critical path startpoint & flop \\
\quad Worst EP required & roughly 2.4 ns \\
\quad Largest fanout on the critical path & 10 \\
\hline
\end{tabular}
## worst max-delay path: stages (launching register included)
cell	delay, ns
sky130_fd_sc_hd__edfxtp_1	0.64
sky130_fd_sc_hd__nand2_4	0.09
sky130_fd_sc_hd__mux2_4	0.27
sky130_fd_sc_hd__o32ai_2	0.12
sky130_fd_sc_hd__clkdlybuf4s50_1	0.50
## kinds of logic after synthesis
group / share of synthesized area [%]
DFF: 30.9
and+or+nand+nor: 17.1
AOI/OAI and AO/OA: 29.6
xor gates and xnor gates: 2.25
buffers and inverters: 11.8
muxes: 1.93
adders and majority gates: 6.44
## through the flow
stage / setup WS [ns] / hold slack (ns) / util, %
3_5_place_dp: 0.753 / 1.15 / 28.4
5_1_grt: 0.408 / 0.972 / 29.0
6_report: 0.522 / 0.966 / 29.0
2_1_floorplan: 1.33 / 0.699 / -
3_3_place_gp: 0.779 / 1.14 / 28.4
4_1_cts: 0.501 / 0.967 / 29.0
## state kept, by name, summed over array words and instances (netlist names)
name,cells
best_score,4
current_score,4
## cells in the final DEF, fill, tap and decap left out, types with 2 or more instances in the layout
cell type / count
sky130_fd_sc_hd__a22o_1: 2
sky130_fd_sc_hd__nand2_1: 7
sky130_fd_sc_hd__a21oi_1: 6
sky130_fd_sc_hd__nand3_1: 3
sky130_fd_sc_hd__o2bb2ai_1: 2
sky130_fd_sc_hd__o22ai_1: 2
sky130_fd_sc_hd__ha_1: 4
sky130_fd_sc_hd__nor2_1: 2
sky130_fd_sc_hd__nand2b_4: 3
sky130_fd_sc_hd__xnor2_1: 2
sky130_fd_sc_hd__clkbuf_4: 3
sky130_fd_sc_hd__inv_1: 7
sky130_fd_sc_hd__o211ai_1: 2
sky130_fd_sc_hd__edfxtp_1: 8
sky130_fd_sc_hd__o31ai_1: 2
sky130_fd_sc_hd__o21ai_2: 2
sky130_fd_sc_hd__clkdlybuf4s50_1: 20
sky130_fd_sc_hd__o21ai_0: 4
## where the power goes
group / switching (W) / internal (W) / leakage (nW)
Combinational: 0.0000397 / 0.0000772 / 0.282
Clock: 0.0000344 / 0.0000456 / 0.0138
Sequential: 0.0000243 / 0.000133 / 0.0764
Total: 0.0000984 / 0.000256 / 0.372
## routing by layer
layer / wire (µm) / up-vias / track usage, %
li1: - / 335 / -
met2: 754 / 15 / 8.03
met1: 758 / 292 / 6.72
met4: 8 / 0 / 0.528
met5: 0 / - / 0
met3: 143 / 2 / 2.16
## worst paths after layout
path | start | slack, ns | cells after the start | end
max reg2reg | best_score[3] | 1.08 | 5 | best_score[2]
min | sequence_counter[0] | 0.97 | 1 | current_score[0]
min reg2reg | best_score[0] | 1.20 | 4 | best_score[0]
max | current_score[1] | 0.52 | 4 | HEX_current[6]
## area by class of cell
class | instances | area, µm²
inverters | 7 | 26.3
fillers | 376 | 2420
well taps | 46 | 57.6
flip-flops and latches | 8 | 240
repair buffers | 20 | 200
multi-input cells | 59 | 445
clock buffers | 3 | 22.5
Power and IR drop assume default switching activity.
